### /design/flow/config.mk
export PLATFORM = sky130hd
export DESIGN_NAME = Receiver
export DESIGN_NICKNAME = Receiver
export VERILOG_FILES = /design/flow/design.v
export SDC_FILE = /design/flow/constraint.sdc
export NUM_CORES = 4
export LEC_CHECK = 1
export CORE_AREA = 10 10 82 82
export DIE_AREA = 0 0 92 92
### /design/flow/constraint.sdc
current_design Receiver

set clk_period 1.6
set clk_io_pct 0.2

create_clock -name clk0 -period $clk_period [get_ports {clk}]

set non_clock_inputs [all_inputs -no_clocks]
set_input_delay [expr $clk_period * $clk_io_pct] -clock clk0 $non_clock_inputs
set_output_delay [expr $clk_period * $clk_io_pct] -clock clk0 [all_outputs]
### /design/flow/run.sh
#!/bin/bash
# OpenROAD 26Q1-2900-gdf79404cd8, Yosys 0.63+post, stock flow scripts
make -C /OpenROAD-flow-scripts/flow DESIGN_CONFIG=/design/flow/config.mk WORK_HOME=/design/flow/orfs finish
### /design/flow/design.v
`timescale 1ns / 1ps
module Receiver(
    input clr,
    input clk,
    input RCV,
    input RCV_ACK,
    output reg RCV_REQ,
    output reg [7:0] RCV_DATA
    );
	reg intnl_clk = 1; 
	reg[1:0] counter = 3; 
	reg[3:0] state = 4'b0; 
	reg[3:0] next_state = 4'b0;  
	parameter count_to = 3; 
	always@(posedge clk)
	begin
		if(clr)
		begin
			state <= 0; 
			intnl_clk <= 0; 
			RCV_DATA = 8'b0;
		end
		if(counter == count_to)
		begin
			counter <= 1'b0; 
			intnl_clk <= ~intnl_clk; 
			if(intnl_clk == 0)
			begin
				state <= next_state; 
			end
		end
		else
		begin
			counter <= counter + 1'b1; 
		end
		case(state)
			1: RCV_DATA[0] = RCV; 
			2: RCV_DATA[1] = RCV; 
			3: RCV_DATA[2] = RCV; 
			4: RCV_DATA[3] = RCV; 
			5: RCV_DATA[4] = RCV; 
			6: RCV_DATA[5] = RCV; 
			7: RCV_DATA[6] = RCV; 
			8:	RCV_DATA[7] = RCV; 
		endcase
	end
	always@(*)
	begin
		case(state)
			0: begin
				RCV_REQ = 0; 
				if(RCV == 0) begin
					next_state = 1; 
				end
				else begin
					next_state = 0; 
				end
			end
			1: begin
				RCV_REQ = 0;  
				next_state = 2; 
			end
			2: begin
				RCV_REQ = 0;  
				next_state = 3; 
			end
			3: begin
				RCV_REQ = 0;  
				next_state = 4; 
			end
			4: begin
				RCV_REQ = 0;  
				next_state = 5; 
			end
			5: begin
				RCV_REQ = 0;  
				next_state = 6; 
			end
			6: begin
				RCV_REQ = 0;  
				next_state = 7; 
			end
			7: begin
				RCV_REQ = 0;  
				next_state = 8; 
			end
			8: begin
				RCV_REQ = 0;  
				next_state = 9; 
			end
			9: begin
				RCV_REQ = 1;  
				if(RCV_ACK) begin
					next_state = 10; 
				end
				else begin
					next_state = 9; 
				end
			end
			10: begin
				RCV_REQ = 0; 
				if(!RCV_ACK) begin
					next_state = 0; 
				end
				else begin
					next_state = 10; 
				end
			end
			default: begin
				RCV_REQ = 0; 
				next_state = 0; 
			end
		endcase
	end
endmodule
==> results.ini <==
[run]
tool_warnings=25
cap_viol_max_count=0

[timing]
skew_ns=0.00143
finalHoldViolations=0
fin_crit_sh_pct=93.5
rsz0062_at_grt=false
slew_violations=0
slew_headroom_pct=80.1
worst_slew_pin_slew_ns=0.298
setup-violations-final=0
min_period_ns=1.50
hold_ws_ns=0.419
max_freq_mhz=668

[critical_path]
max_stage_delay_ns=0.32
cp-start-kind=register
worstPathRequired_ns=1.28
crit_chain=or2b_1 -> nor2_1 -> dlygate4sd2_1
crit_path_top_delay_cell=dfxtp_1
crit_fanout=3
path_class=reg -> out
crit_path_end_kind=primary output
cp.arrival_ns=1.18

[grt]
grt_max_degree=14
antenna_found_initial=0
gr-total-overflow=0
grt_pass1_wl_um=2700
grt_pass1_vias=548
grt.total_usage_pct=3.76

[logic_synthesis]
ys_types=28
synth_warnings=1
yosysChipArea_um2=739
ys_ff=15
postSynthCellCount=71
yosys-stat-cells=71
yosys.stat.seqShare_pct=52.8
mappedNetlistArea_um2=739
synth.avg_cell_area_um2=10.4

[clock_network]
clkTransAtPathRegs_ns=0.06
cts_sinks=15
cts_buffers=3
root_buffer=clkbuf_8
cts_setup_buffers=0
h-tree-depth=1
cts_tree=yes
ctsHoldBuffers=0
cts_buffer_depth=2
clk_latency_ns=0.24

[outcome]
status=completed

[place]
placedCellCount=156
place.gp.congestion=0.819
port_buffers=12
dp_hpwl_um=1160

[drt]
n_antenna_cell=0
vias=562
dr.first_iter.drc_count=29
wl_um=1530
drc=0
wl_per_cell_um=9.53
ant_nets=0
dr.pass1.iters=4
drt-vias-per-instance=3.51

[pwr]
power_per_cell_area_nw_per_um2=756
peakVddDrop_mv=0.198
p_leak_nw=0.411

[floorplan]
floorplan.core_util_pct=14.6
die_w_um=92
ios=13
dieArea_um2=8460
die_h_um=92
coreArea_um2=5070
rows=26

[final_layout]
drive_above_1_share_pct=16.7
fin_cells=160
syn_to_final_growth_pct=37.9

[hold_path]
min_path_type=reg -> reg

-- final timing paths --
path | startpoint | endpoint | slack (ns) | depth (start not counted)
setup / recovery | state[3] | RCV_REQ | 0.10 | 3
hold / removal | counter[0] | counter[0] | 0.42 | 1
setup reg to reg | counter[0] | state[3] | 0.21 | 5
hold reg to reg | counter[0] | counter[0] | 0.42 | 1
-- stage by stage --
stage / TNS (ns) / instance area, µm² / total power, W / setup WS (ns) / utilization [%]
2_1_floorplan: 0 / 739 / 0.000445 / 0.352 / -
3_3_place_gp: 0 / 976 / 0.000480 / 0.0198 / 19.2
3_5_place_dp: -0.0111 / 976 / 0.000480 / -0.0111 / 19.2
4_1_cts: 0 / 1020 / 0.000783 / 0.0822 / 20.1
5_1_grt: 0 / 1020 / 0.000806 / 0.00622 / 20.1
6_report: 0 / 1020 / 0.000771 / 0.104 / 20.1
-- cells by family (layout without fill, tap and decap cells) --
| kind of cell | count (synthesis) | after routing | share of synthesized area, % |
|---|---|---|---|
| AND/OR/NAND/NOR | 33 | 33 | 23.7 |
| AND-OR/OR-AND | 16 | 16 | 16.9 |
| flip-flops | 15 | 15 | 52.8 |
| buffers and inverters | 5 | 24 | 3.72 |
| adder cells (fa/ha/maj) | 1 | 1 | 1.69 |
| XOR/XNOR | 1 | 1 | 1.18 |
-- cell usage after synthesis --
library cell  number  area share (%)
a22o_1             1             1.2
ha_1               1             1.7
nor3b_1            1             1.0
and2b_1            1             1.0
or2b_1             2             2.0
and2_1             1            0.85
edfxtp_1           9              37
a32o_1             1             1.4
clkbuf_1           2             1.0
a211o_1            1             1.2
buf_6              1             1.5
inv_1              1            0.51
or2_2              2             1.7
nand2_1            3             1.5
nand2b_1           5             4.2
buf_2              1            0.68
o21ai_0            1            0.68
a211o_2            1             1.4
nor2b_1            3             2.5
a211oi_1           3             3.0
dfxtp_1            6              16
nor2_1            12             6.1
nor3_1             2             1.4
a21o_1             5             5.1
a31o_2             2             2.4
xnor2_1            1             1.2
a21oi_1            1            0.68
or4b_1             1             1.4
-- registers in the layout (all words and copies together), names as in the netlist --
name and cells:
RCV_DATA 8, state 4, counter 2, intnl_clk 1
-- layout make-up --
| cell class | instances | area [µm²] |
|---|---|---|
| Tap cell | 70 | 87.6 |
| Timing Repair Buffer | 19 | 171 |
| Clock buffer | 4 | 45.0 |
| Inverter | 1 | 3.75 |
| Sequential cell | 15 | 390 |
| Fill cell | 572 | 4060 |
| Multi-Input combinational cell | 51 | 322 |
-- routing by layer --
| layer | track usage [%] | vias to the layer above | share of wire [%] | routed length, µm |
|---|---|---|---|---|
| li1 | - | 289 | - | - |
| met1 | 5.05 | 260 | 48 | 733 |
| met2 | 5.24 | 11 | 42 | 636 |
| met3 | 2.06 | 2 | 9.3 | 142 |
| met4 | 0.771 | 0 | 0.85 | 13 |
| met5 | 0 | - | 0 | 0 |
-- worst max-delay path: cells and delay by family (launching register included) --
kind	cells	cell delay (ns)
buffers and inverters	1	0.22
AND/OR/NAND/NOR	2	0.40
flip-flops	1	0.32
-- cells in the final DEF (no fill, tap or decap), types with 2 or more instances in the layout --
cell type and n:
nor2_1 12, clkdlybuf4s50_1 11, edfxtp_1 9, buf_4 7, dfxtp_1 6, nand2b_1 5
a21o_1 5, nand2_1 3, a211oi_1 3, nor2b_1 3, clkbuf_8 3, or2b_1 2
a31o_2 2, nor3_1 2, or2_2 2
-- power by group --
group / leakage [nW] / internal, W / switching, W / total [W]
Combinational: 0.252 / 0.0000341 / 0.0000168 / 0.0000509
Sequential: 0.137 / 0.000418 / 0.00000209 / 0.000420
Clock: 0.0228 / 0.000176 / 0.000124 / 0.000300
-- repair_timing --
| action | 4_1_cts | 5_1_grt |
|---|---|---|
| gates resized | 1 | 0 |
| hold endpoints to repair | 0 | 0 |
| endpoints found under the setup margin | 1 | 0 |
No activity file was given, so power comes from the tool's default toggle rates.
