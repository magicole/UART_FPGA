[design/flow/design.v]
`timescale 1ns / 1ps
module clock_divider(
    input clk,
    output reg clk_out = 1'b0
    );
	 reg [9:0] counter = 10'b0;  
	 parameter count_to = 651;  
	always@(posedge clk)
	begin	
		if(counter == count_to)  
		begin
			counter <= 10'b0; 
			clk_out <= ~clk_out;
		end
		else
			counter <= counter + 1'b1;  
	end
endmodule
[design/flow/constraint.sdc]
current_design clock_divider

set clk_period 2.3
set clk_io_pct 0.2

create_clock -name clk0 -period $clk_period [get_ports {clk}]

set non_clock_inputs [all_inputs -no_clocks]
set_input_delay [expr $clk_period * $clk_io_pct] -clock clk0 $non_clock_inputs
set_output_delay [expr $clk_period * $clk_io_pct] -clock clk0 [all_outputs]
[design/flow/run.sh]
#!/bin/bash
# OpenROAD 26Q1-2900-gdf79404cd8, Yosys 0.63+post, stock flow scripts
make -C /OpenROAD-flow-scripts/flow DESIGN_CONFIG=/design/flow/config.mk WORK_HOME=/design/flow/orfs finish
[design/flow/config.mk]
export PLATFORM = sky130hd
export DESIGN_NAME = clock_divider
export DESIGN_NICKNAME = clock_divider
export VERILOG_FILES = /design/flow/design.v
export SDC_FILE = /design/flow/constraint.sdc
export NUM_CORES = 4
export LEC_CHECK = 1
export CORE_AREA = 10 10 74 74
export DIE_AREA = 0 0 84 84
==> results_tabular.tex <==
% Synthesis and place-and-route results
\begin{tabular}{lr}
\hline
Metric & Value \\
\hline
\multicolumn{2}{l}{\textbf{Route}} \\
\quad Average wire per standard cell & around 7 um \\
\quad Iteration-0 DRC Markers & 13 \\
\quad DR pass1 iterations & 4 \\
\quad Antenna viol nets, final & 0 \\
\quad DRC errors left & 0 \\
\quad WL final & approximately 700 um \\
\quad Via-per-instance ratio & 3.11 \\
\quad Via total after detailed routing & approximately 310 \\
\quad \# diodes & 0 \\
\multicolumn{2}{l}{\textbf{GRT}} \\
\quad Global router's overall resource usage & 0.0191 \\
\quad Via count of the first global-routing pass & 284 \\
\quad Antenna violations before repair & 0 \\
\quad Pin count of the biggest net entering global routing & 7 \\
\quad Grt ovf & 0 \\
\quad Wire length of the first global-routing pass & between 1000 and 1500 um \\
\multicolumn{2}{l}{\textbf{STA}} \\
\quad Worst rel slew slack & 0.821 \\
\quad Unrepaired setup endpoints after global routing & false \\
\quad Hold Violations, Final & 0 \\
\quad Clock period minus final worst setup slack & roughly 1.5 ns \\
\quad Maximum clock rate & 663 MHz \\
\quad Setup TNS & 0 ns \\
\quad Final number of max-transition violations & 0 \\
\quad Setup Skew & 0.00207 ns \\
\quad Ratio of final minimum period to clock period & 0.655 \\
\quad Endpoints failing setup & 0 \\
\quad Slew at the pin with the worst max-slew slack & 0.268 ns \\
\multicolumn{2}{l}{\textbf{Worst setup path}} \\
\quad R2r startpoint & counter[6] \\
\quad Kind of start point of the critical path & register \\
\quad Reg-to-reg setup timing slack & 0.79 ns \\
\quad Largest driver fanout on the critical path & 6 \\
\quad Data arrival time of the worst path & 1.42 ns \\
\quad Worst Path Required & 2.21 ns \\
\quad Critical path capture point type & register \\
\quad Reg2reg end & clk\_out \\
\quad CP Class & reg2reg \\
\quad Worst-case reg-to-reg path depth & 2 \\
\multicolumn{2}{l}{\textbf{Floorplan}} \\
\quad Die Wd & 84 um \\
\quad Area inside the core boundary & about 4000 um\^{}2 \\
\quad Site Rows & 23 \\
\quad Floorplan die area & around 7100 um\^{}2 \\
\quad Boundary pin count & 2 \\
\quad Floorplan Utilization & 0.113 \\
\quad Vertical die dimension & 84 um \\
\multicolumn{2}{l}{\textbf{Final layout}} \\
\quad Layout area overhead & 26.2\% \\
\quad Ratio of cells with drive above 1 in the final layout & 0.118 \\
\quad Top logic cell by instance count in the layout & sky130\_fd\_sc\_hd\_\_dfxtp\_1 \\
\quad Most frequent cells in the layout & sky130\_fd\_sc\_hd\_\_dfxtp\_1 (10), sky130\_fd\_sc\_hd\_\_nand2\_1 (4), sky130\_fd\_sc\_hd\_\_nand3\_1 (4), sky130\_fd\_sc\_hd\_\_nor2\_1 (4) \\
\multicolumn{2}{l}{\textbf{Yosys}} \\
\quad Ranking of synthesized cells by area & sky130\_fd\_sc\_hd\_\_dfxtp\_1 (45\%), sky130\_fd\_sc\_hd\_\_edfxtp\_1 (6.7\%), sky130\_fd\_sc\_hd\_\_xor2\_1 (5.8\%), sky130\_fd\_sc\_hd\_\_nand3\_1 (4.5\%), sky130\_fd\_sc\_hd\_\_nor3\_4 (3.6\%) \\
\quad Cell type with the largest total area after synthesis & sky130\_fd\_sc\_hd\_\_dfxtp\_1 \\
\quad Number of synthesis warnings & 1 \\
\quad Cell area after synthesis & 449 um\^{}2 \\
\quad Chip area from the yosys synthesis statistics & 449 um\^{}2 \\
\quad Cell count in the Yosys report & approximately 46 \\
\quad Average footprint of a synthesized cell & 9.76 um\^{}2 \\
\quad Seq share, synth & 0.513 \\
\quad Distinct cell type count of the synthesized netlist & 23 \\
\quad Post-synthesis register bit count & 11 \\
\quad Number of standard cells after synthesis & $\sim$46 \\
\quad Proportion of netlist area held by the largest area contributor & 0.446 \\
\multicolumn{2}{l}{\textbf{Run}} \\
\quad MaxCap Viol Count & 0 \\
\quad Stage-log warning count & 25 \\
\multicolumn{2}{l}{\textbf{Clocking}} \\
\quad CTS tree & done \\
\quad Resized Gates After CTS & 0 \\
\quad Insertion Delay late pin & 0.23 ns \\
\quad CTS buffer count & 3 \\
\quad Post-CTS Hold Buffers & 0 \\
\quad Max Root-Sink Buffers & 2 \\
\quad H-Tree Level Count & 1 \\
\quad Setup fix buffers added after clock tree synthesis & 0 \\
\quad Clock transition at path regs & 0.05 ns \\
\quad Clock sink count & 11 \\
\quad Clock root buffer & sky130\_fd\_sc\_hd\_\_clkbuf\_8 \\
\multicolumn{2}{l}{\textbf{Power}} \\
\quad Maximum vdd drop & 0.162 mV \\
\quad Final Total Pwr & 0.377 mW \\
\quad Total power divided by cell area & around 670 nW/um\^{}2 \\
\quad Leakage power summed over all cells & 0.206 nW \\
\multicolumn{2}{l}{\textbf{Hold path}} \\
\quad Start point of the worst min-delay path & counter[0] \\
\quad Worst Hold Path EP & counter[0] \\
\quad Path type of the worst min-delay path & reg2reg \\
\quad Number of cells on the worst hold path & 1 \\
\multicolumn{2}{l}{\textbf{Placement}} \\
\quad Hpwl dp & 511 um \\
\quad Count of buffers inserted at the top-level ports & 1 \\
\quad Final weighted congestion in routability-driven placement & 0.852 \\
\multicolumn{2}{l}{\textbf{Run status}} \\
\quad Outcome & completed \\
\hline
\end{tabular}
-- state kept, by name (all words and copies together) (netlist names) --
signal / cells
clk_out: 1
counter: 10
-- per-layer routing --
metal	wire, um	GRT usage	part of all wire
met5	0	0	0
met4	27	0.0107	0.038
met3	6	0.00197	0.0085
met2	316	0.0279	0.45
met1	360	0.0266	0.51
-- metrics by stage --
step                      worst slack (ns)  utilization  area, um^2  hold slack [ns]  cells
after CTS                            0.791        0.143         567            0.489    101
after global routing                 0.717        0.143         567            0.518    101
final                                0.792        0.143         567            0.485    101
after detailed placement             0.803        0.131         522            0.480     97
after floorplan                      0.865            -         449            0.442     46
after global placement               0.820        0.131         522            0.478     97
-- final cells by class --
type / instances / area [um^2]
flip-flops and latches: 11 / 230
repair buffers: 1 / 10.0
clock buffers: 4 / 45.0
well taps: 50 / 62.6
fillers: 448 / 3400
multi-input cells: 33 / 211
inverters: 2 / 7.51
-- cells by family after synthesis --
logic type                 share of synthesized area
DFF                                            0.513
AOI/OAI and AO/OA                             0.0724
buffers and inverters                         0.0167
and+or+nand+nor                                0.293
adders and majority gates                     0.0279
xor gates and xnor gates                      0.0780
-- power by group --
| part | internal [mW] | total (mW) | switching (mW) |
|---|---|---|---|
| Combinational | 0 | 0.0000000913 | 0 |
| Clock | 0.121 | 0.184 | 0.0630 |
| Sequential | 0.194 | 0.194 | 0 |
-- synth_stat cells --
library cell               number
sky130_fd_sc_hd__xor2_1         3
sky130_fd_sc_hd__or4b_4         1
sky130_fd_sc_hd__o21ai_1        1
sky130_fd_sc_hd__nand2b_1       1
sky130_fd_sc_hd__nor2b_1        1
sky130_fd_sc_hd__nand2_1        4
sky130_fd_sc_hd__o31ai_1        1
sky130_fd_sc_hd__ha_1           1
sky130_fd_sc_hd__xnor2_1        1
sky130_fd_sc_hd__dfxtp_1       10
sky130_fd_sc_hd__nor2_1         4
sky130_fd_sc_hd__nand4_1        1
sky130_fd_sc_hd__a21oi_1        2
sky130_fd_sc_hd__edfxtp_1       1
sky130_fd_sc_hd__inv_1          2
sky130_fd_sc_hd__nand3_1        4
sky130_fd_sc_hd__or2_2          1
sky130_fd_sc_hd__nor3_1         1
sky130_fd_sc_hd__or3_1          1
sky130_fd_sc_hd__nand3b_1       1
sky130_fd_sc_hd__o21ai_0        2
sky130_fd_sc_hd__or4_1          1
sky130_fd_sc_hd__nor3_4         1
-- worst max-delay path by stage --
stage     startpoint  slack [ns]       to
6_report  counter[6]        0.79  clk_out
5_1_grt   counter[6]        0.72  clk_out
4_1_cts   counter[6]        0.79  clk_out
-- critical path: stages, from the launching register on --
cell and delay [ns]:
sky130_fd_sc_hd__dfxtp_1 0.33, sky130_fd_sc_hd__or4b_4 0.57, sky130_fd_sc_hd__nor3_4 0.29
Power is estimated from default activity; no workload was simulated.
