==> ./design.v <==
`timescale 1ns / 1ps
module Sender(
    input clr,
    input XMT_REQ,
    input [7:0] XMT_DATA,
    input clk,
    output reg XMT_ACK,
    output reg XMT
    );
	reg intnl_clk = 0; 
	reg[1:0] counter = 0; 
	reg[3:0] state = 4'b0; 
	reg[3:0] next_state = 4'b0;  
	reg[7:0] temp_data = 7'b0; 
	parameter count_to = 3; 
	always@(posedge clk) 
	begin
		if(clr) begin
			state <= 0; 
			intnl_clk <= 0; 
		end
		if(counter == count_to) begin
			counter <= 1'b0; 
			intnl_clk <= ~intnl_clk; 
			if(intnl_clk == 0) begin
				state <= next_state; 
			end
		end 
		else begin
			counter <= counter + 1'b1; 
		end
	end
	always@(*) begin
		XMT <= 1;
		case(state)
			0: begin
				if(XMT_REQ)begin
					temp_data = XMT_DATA;
					next_state = 1;
					XMT <= 0;
				end 
				else begin
					next_state = 0;
				end
				XMT_ACK = 0;
			end
			1: begin
				temp_data = XMT_DATA;
				XMT <= temp_data[0];
				next_state = 2;
				XMT_ACK = 0;
			end
			2: begin
				temp_data = XMT_DATA;
				XMT <= temp_data[1];
				next_state = 3;
				XMT_ACK = 0;
			end
			3: begin
				temp_data = XMT_DATA;
				XMT <= temp_data[2];
				next_state = 4;
				XMT_ACK = 0;
			end
			4: begin
				temp_data = XMT_DATA;
				XMT <= temp_data[3];
				next_state = 5;
				XMT_ACK = 0;
			end
			5: begin
				temp_data = XMT_DATA;
				XMT <= temp_data[4];
				next_state = 6;
				XMT_ACK = 0;
			end
			6: begin
				temp_data = XMT_DATA;
				XMT <= temp_data[5];
				next_state = 7;
				XMT_ACK = 0;
			end
			7: begin
				temp_data = XMT_DATA;
				XMT <= temp_data[6];
				next_state = 8;
				XMT_ACK = 0;
			end
			8: begin
				temp_data = XMT_DATA;
				XMT <= temp_data[7];
				next_state = 9;
				XMT_ACK = 0;
			end
			9: begin
				temp_data = XMT_DATA;
				XMT_ACK = 1;
				if(!XMT_REQ)begin
					next_state = 10;
				end else begin
					next_state = 9;
				end
			end
			10:begin
				XMT_ACK = 0;
				next_state = 0;
			end 
			default: begin
				next_state = 0;
				temp_data = 0;
				XMT_ACK = 0;
			end
		endcase
	end
endmodule
==> ./run.sh <==
#!/bin/bash
# OpenROAD 26Q1-2900-gdf79404cd8, Yosys 0.63+post, stock flow scripts
make -C /OpenROAD-flow-scripts/flow DESIGN_CONFIG=/design/flow/config.mk WORK_HOME=/design/flow/orfs finish
==> ./config.mk <==
export PLATFORM = sky130hd
export DESIGN_NAME = Sender
export DESIGN_NICKNAME = Sender
export VERILOG_FILES = /design/flow/design.v
export SDC_FILE = /design/flow/constraint.sdc
export NUM_CORES = 4
export LEC_CHECK = 1
export CORE_AREA = 10 10 73 73
export DIE_AREA = 0 0 83 83
==> ./constraint.sdc <==
current_design Sender

set clk_period 2.8
set clk_io_pct 0.2

create_clock -name clk0 -period $clk_period [get_ports {clk}]

set non_clock_inputs [all_inputs -no_clocks]
set_input_delay [expr $clk_period * $clk_io_pct] -clock clk0 $non_clock_inputs
set_output_delay [expr $clk_period * $clk_io_pct] -clock clk0 [all_outputs]
==> flow_summary_export.csv <==
group,metric,value,unit
placed_design,gpl.final_weighted_congestion,0.876,
timing,timing_max_transition_violations_final,0,
run_status,run_status,"finished clean",
global_route,grt_first_pass_wirelength,1.84,mm
cts,cts_root_buf,"clkbuf_8",
floorplan,chipHeight,83,um
setup_path,crit_chain,"clkdlybuf4s50_1 -> mux4_2 -> nand3_1 -> nand4_1 -> clkdlybuf4s50_1",
timing,slew_headroom,73.4,%
yosys,postSynth.asyncResetShare,0,%
cts,holdBufCountCts,0,
global_route,grtUsageTotal,3.07,%
timing,worst_slew_pin_slew,0.398,ns
floorplan,floorplan.die.width,83,um
setup_path,slowest_stage_cell_on_the_critical_path,"mux4_2",
cts,tritoncts_clock_tree,"yes",
setup_path,timing.setup.critical_path_class,"in -> out",
setup_path,startpoint_type,"input port",
cts,worst_setup_hold_path_clk_slew,0.04,ns
routing,routed-via-count,400,
setup_path,required,2.24,ns
final_layout,layout_cell_share_with_drive_strength_beyond_1,14.8,%
setup_path,cp_common_cell,"clkdlybuf4s50_1",
yosys,top_cell,"dfxtp_1",
yosys,leading_area_contributor_after_synthesis,"dfxtp_1",
setup_path,worst_ep_arrival_time,2.01,ns
routing,via_per_inst,3.67,
cts,cts_post_setup_buffers_inserted,0,
floorplan,rows,22,
timing,setup_total_negative_slack,0,ns
floorplan,core_region_area,0.00374,mm^2
routing,remaining_drc_errors,0,
yosys,dominantRegCellSynth,"dfxtp_1",
yosys,synth_flop_count,7,
power,power_per_cell_area,424,mW/mm^2
power,p_total,0.000268,W
floorplan,top_level_ports,13,
cts,clock_sinks,7,
global_route,antenna_violations_before_repair,0,
yosys,ys_cells,49,
routing,diodes,0,
timing,fin_skew,0.00224,ns
routing,wire_length_per_cell_after_detailed_routing,10.0,um
floorplan,floorplan.core_util,11.8,%
yosys,yosysUniqueCellTypes,28,
flow_run,warnings,25,
global_route,grt-ovfl-total,0,
placed_design,placement.io_buffers,12,
yosys,share_of_the_synthesized_area_in_the_top_cell_type,27.3,%
flow_run,maxCapViolations,0,
cts,cts_htree_levels,1,
final_layout,areaGrowthSynthToFinish,43.8,%
timing,rsz0062_at_grt,"false",
timing,report.final.setup_viol,0,
worst_hold_path,timing.hold.worst.class,"reg -> reg",
global_route,number_of_global_route_vias_before_repair,398,
yosys,postSynthCellCount,49,
yosys,synth_chip_area,440,um^2
timing,timing.final.crit_period,2.57,ns
routing,drt_pre_antenna_iters,4,
yosys,post_synth_instance_area,440,um^2
floorplan,die_area,0.00689,mm^2
yosys,top_cells_by_count,"dfxtp_1, nor2_1, nand3_1",
cts,cts_inserted_buffers,3,
routing,number_of_antenna_violating_nets_in_the_routed_design,0,
global_route,grt_start_max_net_pins,12,
final_layout,filler_cell_count,429,
cts,post_cts_resized,0,
yosys,number_of_enable_flip_flop_cells,1,
yosys,topCellsByArea,"dfxtp_1, edfxtp_1, buf_6, mux4_2, nand3_1",
timing,timing.final.crit_share,92.0,%
placed_design,dp.final_hpwl,793,um
timing,finalHoldViolCount,0,
setup_path,critical_path_peak_fanout,1,
cts,cts_buffer_depth,2,
setup_path,critical-path-max-stage-delay,0.47,ns
power,max-vdd-ir-drop,0.000186,V
power,p_leak,0.217,nW
routing,dr_iter_0_viols,47,
setup_path,setup.worst_path.end_class,"primary output",
timing,fmax,0.388,GHz
yosys,post_synth.cell_area_avg,8.99,um^2
yosys,synth_warnings,1,
cts,clk_latency,0.23,ns
yosys,ys_seq_share,34.1,%
routing,drt-total-wl,1.09,mm
-- cell families (layout without fill, tap and decap cells) --
kind of cell    Yosys count  count (layout)  synth area share [%]
compound gates            9               9                  14.8
xor+xnor                  1               1                  1.99
fa+ha+maj                 1               1                  2.84
buf+inv                   7              19                  9.94
flops                     7               7                  34.1
mux                       3               3                  9.94
simple gates             21              21                  26.4
-- layout make-up --
cell class / instances / area [um^2] / area share (%)
multi-input cells: 35 / 246 / 38.9
flip-flops and latches: 7 / 150 / 23.7
repair buffers: 12 / 120 / 19.0
well taps: 48 / 60.1 / 9.49
clock buffers: 4 / 45.0 / 7.11
inverters: 3 / 11.3 / 1.78
-- worst max-delay path, delay by kind of cell --
kind / cells / cell delay (ns)
buffers and inverters: 2 / 0.82
multiplexers: 1 / 0.47
AND/OR/NAND/NOR: 2 / 0.16
-- power breakdown --
part | internal [W] | total, W | switching (W)
sequential | 0.000103 | 0.000103 | 0.000000171
clock | 0.0000986 | 0.000143 | 0.0000443
combinational | 0.0000173 | 0.0000225 | 0.00000525
total | 0.000219 | 0.000268 | 0.0000497
-- placed cells by master, fill, tap and decap left out, types with 2 or more instances in the layout --
master and instances:
clkdlybuf4s50_1 12, nand2b_1 2, dfxtp_1 6, o21ai_0 3
nand3_1 4, nor2_1 5, and2_2 2, clkbuf_8 3
inv_1 3, o22ai_1 2
-- metal layers --
metal / vias up / share of wire (%) / routed length, um / GRT usage (%)
li1: 203 / - / - / -
met1: 180 / 55 / 597 / 4.28
met2: 17 / 38 / 419 / 4.33
met3: 0 / 6.8 / 74 / 1.57
met4: 0 / 0 / 0 / 0
met5: - / 0 / 0 / 0
-- state kept, by name, summed over array words and instances, names as in the netlist --
register,cells
intnl_clk,1
counter,2
state,4
-- per-stage QoR --
step           hold WS (ns)  instance area [um^2]  setup WS, ns  util [%]  cells
2_1_floorplan         0.390                   440          1.11         -     49
3_5_place_dp          0.409                   588         0.225      15.7    105
5_1_grt               0.453                   633         0.144      16.9    109
4_1_cts               0.414                   633         0.216      16.9    109
6_report              0.412                   633         0.225      16.9    109
3_3_place_gp          0.401                   588         0.241      15.7    105
-- final timing paths --
check | start | endpoint | slack (ns) | depth (start not counted)
setup / recovery | XMT_DATA[6] | XMT | 0.23 | 5
hold / removal | counter[0]$_SDFF_PP0_ | counter[0]$_SDFF_PP0_ | 0.41 | 1
setup reg to reg | counter[0]$_SDFF_PP0_ | state[2]$_DFF_P_ | 1.52 | 4
hold reg to reg | counter[0]$_SDFF_PP0_ | counter[0]$_SDFF_PP0_ | 0.41 | 1
Power figures rest on the tool's default switching activity, not on a simulated workload.
